==> ./config.mk <==
export PLATFORM = sky130hd
export DESIGN_NAME = top
export DESIGN_NICKNAME = top
export VERILOG_FILES = /design/flow/design.v
export SDC_FILE = /design/flow/constraint.sdc
export NUM_CORES = 4
export LEC_CHECK = 1
export CORE_AREA = 10 10 70 70
export DIE_AREA = 0 0 80 80
==> ./constraint.sdc <==
current_design top

set clk_period 1.3
set clk_io_pct 0.2

create_clock -name clk0 -period $clk_period [get_ports {hclk}]

set non_clock_inputs [all_inputs -no_clocks]
set_input_delay [expr $clk_period * $clk_io_pct] -clock clk0 $non_clock_inputs
set_output_delay [expr $clk_period * $clk_io_pct] -clock clk0 [all_outputs]
==> ./design.v <==
module freqDiv #(
    parameter integer FREQ_IN = 25000000,
    parameter integer FREQ_OUT = 8000000,
    parameter integer INIT = 0
) (
    input CLK_IN,
    output reg CLK_OUT = 0
);
  localparam integer COUNT = (FREQ_IN / FREQ_OUT) / 2;
  localparam integer SIZE = $clog2(COUNT);
  localparam integer LIMIT = COUNT - 1;
  reg [SIZE-1:0] count = INIT;
  always @(posedge CLK_IN) begin
    if (count == LIMIT) begin
      count   <= 0;
      CLK_OUT <= ~CLK_OUT;
    end else begin
      count <= count + 1;
    end
  end
endmodule
module bin2bcd (
    input [7:0] bin,   
    output reg [3:0] hundreds,   
    output reg [3:0] tens,       
    output reg [3:0] units       
);
    integer i;
    reg [11:0] bcd;   
    always @(*) begin  
        bcd = 0;   
        for (i = 0; i < 8; i = i + 1) begin
            if (bcd[3:0] >= 5) bcd[3:0] = bcd[3:0] + 3;
            if (bcd[7:4] >= 5) bcd[7:4] = bcd[7:4] + 3;
            if (bcd[11:8] >= 5) bcd[11:8] = bcd[11:8] + 3;
            bcd = {bcd[10:0], bin[7-i]};   
        end
        hundreds = bcd[11:8];
        tens = bcd[7:4];
        units = bcd[3:0];
    end
endmodule
module LCD(
    input clk,
    input [3:0] hum_hundreds, 
    input [3:0] hum_tens, 
    input [3:0] hum_units,
    input [3:0] temp_hundreds, 
    input [3:0] temp_tens, 
    input [3:0] temp_units,
    input wire micro,   
    output rs, en, rw,
    output reg [7:0] dat
    );
    reg rs;
    reg [15:0] counter;
    reg [5:0] current, next;
    reg clkR;
    initial begin
        dat = 0;
        rs = 0;
        counter = 0;
        current = 0;
        next = 0;
        clkR = 0;
    end
    always @(posedge clk) begin
        counter = counter + 1;
        if (counter == 16'h0FFF) clkR = ~clkR;
    end
    function [7:0] bin_to_ascii;
        input [3:0] bin;
        begin
            if (bin <= 4'b1001)  
                bin_to_ascii = 8'h30 + bin;
            else  
                bin_to_ascii = 8'h41 + (bin - 4'b1010);
        end
    endfunction
    reg [7:0] hum_hundreds_ASCII, hum_tens_ASCII, hum_units_ASCII;
    reg [7:0] tem_hundreds_ASCII, tem_tens_ASCII, tem_units_ASCII;
    always @(posedge clkR) begin
        hum_hundreds_ASCII = bin_to_ascii(hum_hundreds);
        hum_tens_ASCII = bin_to_ascii(hum_tens);
        hum_units_ASCII = bin_to_ascii(hum_units);
        tem_hundreds_ASCII = bin_to_ascii(temp_hundreds);
        tem_tens_ASCII = bin_to_ascii(temp_tens);
        tem_units_ASCII = bin_to_ascii(temp_units);
        current = next;
        case (current)    
            0:  begin rs <= 0; dat <= 8'h38; next <= 1; end  
            1:  begin rs <= 0; dat <= 8'h38; next <= 2; end 
            2:  begin rs <= 0; dat <= 8'h0E; next <= 3; end 
            3:  begin rs <= 0; dat <= 8'h01; next <= 4; end 
            4: begin
                if (micro) next <= 5;
                else next <= 16;
            end
            5:  begin rs <= 0; dat <= 8'h80; next <= 6; end
            6:  begin rs <= 1; dat <= 8'h44; next <= 7; end  
            7:  begin rs <= 1; dat <= 8'h65; next <= 8; end  
            8:  begin rs <= 1; dat <= 8'h6D; next <= 9; end  
            9:  begin rs <= 1; dat <= 8'h61; next <= 10; end  
            10: begin rs <= 1; dat <= 8'h73; next <= 11; end  
            11: begin rs <= 1; dat <= 8'h69; next <= 12; end  
            12: begin rs <= 1; dat <= 8'h61; next <= 13; end  
            13: begin rs <= 1; dat <= 8'h64; next <= 14; end  
            14: begin rs <= 1; dat <= 8'h6F; next <= 15; end  
            15: begin rs <= 1; dat <= 8'h20; next <= 16; end  
            16: begin rs <= 0; dat <= 8'hC0; next <= 17; end
            17: begin
                if (micro) next <= 18;
                else next <= 23;
            end
            18: begin rs <= 1; dat <= 8'h52; next <= 19; end  
            19: begin rs <= 1; dat <= 8'h75; next <= 20; end  
            20: begin rs <= 1; dat <= 8'h69; next <= 21; end  
            21: begin rs <= 1; dat <= 8'h64; next <= 22; end  
            22: begin rs <= 1; dat <= 8'h6F; next <= 23; end  
            default: next = 0;
        endcase
    end
    assign en = clkR;
    assign rw = 0;
endmodule
module top(
    input wire hclk,
    input wire pir_in,
    input wire LDR_in,
    output wire led_out
);
reg [7:0] counter = 0;
always @(posedge hclk) begin
    if (counter < 100) begin
        counter <= counter+1;
    end else begin
        counter <= 0;
    end
end
assign led_out = (LDR_in) ? ((pir_in) ? 1'b1 : (counter < 20)) : 1'b0;
reg [7:0] humedad;
    reg [7:0] temperatura;
    wire clk_count;
    wire [7:0] dat;
    wire [3:0] hum_hundreds, hum_tens, hum_units;
    wire [3:0] temp_hundreds, temp_tens, temp_units;
    freqDiv clk1 (
        .CLK_IN(hclk),
        .CLK_OUT(clk_count)
    );
 bin2bcd hum_bcd (
        .bin(humedad),
        .hundreds(hum_hundreds),
        .tens(hum_tens),
        .units(hum_units)
    );
 bin2bcd temp_bcd (
        .bin(temperatura),
        .hundreds(temp_hundreds),
        .tens(temp_tens),
        .units(temp_units)
    );
    LCD lcd_inst (
        .hum_hundreds(hum_hundreds),
        .hum_tens(hum_tens),
        .hum_units(hum_units),
        .temp_hundreds(temp_hundreds),
        .temp_tens(temp_tens),
        .temp_units(temp_units),
        .clk(clk_count),
        .rs(RS),
        .en(E),
        .rw(RW),
        .dat(dat)
    );
    assign D0 = dat[0];
    assign D1 = dat[1];
    assign D2 = dat[2];
    assign D3 = dat[3];
    assign D4 = dat[4];
    assign D5 = dat[5];
    assign D6 = dat[6];
    assign D7 = dat[7];
endmodule
==> ./run.sh <==
#!/bin/bash
# OpenROAD 26Q1-2900-gdf79404cd8, Yosys 0.63+post, stock flow scripts
make -C /OpenROAD-flow-scripts/flow DESIGN_CONFIG=/design/flow/config.mk WORK_HOME=/design/flow/orfs finish
==> impl_metrics.csv <==
group,metric,value,unit
place,dp_hpwl,410.7,um
cts,cts_setup_buffers,0,
place,dpl_cell_area,434.2,um^2
floorplan,die_h,80,um
synth,synthDominantCellAreaShare,51.82,%
timing,holdWs,479.6,ps
timing,fmax,0.7955,GHz
synth,top_area_cell,"dfxtp_1",
power_and_ir_drop,power_frac_clock,38.4,%
synth,avgSynthCellArea,9.365,um^2
floorplan,core,3416,um^2
synth,yosysCellCount,33,
critical_path,critPathRequiredTime,1040,ps
power_and_ir_drop,p_per_area,1047,nW/um^2
synth,ys_dominant_reg_cell,"dfxtp_1",
final_layout,top_regs,"counter: 8 flops",
timing,finalClockPeriodUsage,96.69,%
timing,hold_viol_final,0,
cts,cts_tree,"built",
cts,clkLatencyLatePin,250,ps
synth,edf_count,0,
floorplan,die_w,80,um
critical_path,cp.arrival,1000,ps
floorplan,floorplan.core_util,9.048,%
synth,ys_ff,8,
hold_path,hp-class,"flip-flop to flip-flop",
final_layout,largest-register,"counter",
power_and_ir_drop,combPwrFrac,7.1,%
critical_path,cp-start-kind,"flip-flop",
critical_path,cp_slowest_cell,"dfxtp_2",
global_routing,grt_pass1_vias,230,
synth,top_cells_by_count,"8 x dfxtp_1, 6 x nor2_1, 2 x a21oi_1, 2 x o21ai_0, 2 x xnor2_1",
place,dp_cells,87,
timing,finClkSkew,4.901,ps
floorplan,io_pins,4,
power_and_ir_drop,irDropWorstVdd,511.2,uV
outcome,run_status,"finished clean",
timing,period_needed,1257,ps
final_layout,syn2layout_area_growth,48.58,%
power_and_ir_drop,swShare,20.85,%
global_routing,antenna_found_initial,0,
synth,syn-cell-area,309.0,um^2
cts,cts_root_buf,"clkbuf_4",
critical_path,critPathMaxStageDelay,320,ps
synth,async_reset_ff_share,0,%
cts,clock_path_buffers,2,
final_layout,largest_reg_flops,8,
global_routing,grt_max_degree,8,
final_layout,fin_area,459.2,um^2
detailed_routing,postRouteAntennaNets,0,
detailed_routing,wl_per_cell,6.000,um
power_and_ir_drop,power_switching,0.1002,mW
place,port_buffers,3,
detailed_routing,antennaDiodeCount,0,
critical_path,path_class,"flip-flop to output pin",
synth,ys_types,18,
detailed_routing,drt_iter0_drc,4,
cts,cts_sinks,8,
final_layout,fill_cells,400,
power_and_ir_drop,pwr-share-seq,54.5,%
synth,topCellsByArea,"dfxtp_1 52%, nor2_1 7.3%, xnor2_1 5.7%",
power_and_ir_drop,p_total,0.4807,mW
synth,synth.most_common_cell,"dfxtp_1",
flow_run,maxCapViolations,0,
cts,cts-htree-levels,1,
critical_path,path_cells,"nor3_2, a21oi_1, nor2b_1, buf_2",
floorplan,dieArea,6400,um^2
global_routing,grt.overflow.total,0,
global_routing,grt_use_total,1.905,%
detailed_routing,firstDrtPassIters,2,
place,place_congestion,0.6988,
power_and_ir_drop,p_int,0.3805,mW
detailed_routing,finalWirelength,540,um
detailed_routing,vias,244,
final_layout,stdcell_count,90,
flow_run,warning_count,26,
cts,path_clk_slew,50,ps
global_routing,grt_pass1_wl,959,um
floorplan,core.rowCount,21,
synth,synthCells,33,
power_and_ir_drop,p_leak,0.1780,nW
detailed_routing,drc_errors,0,
timing,slew_violations,0,
timing,finalSetupViolations,0,
cts,numCtsBuffers,3,
synth,synth_warnings,15,
final_layout,drive_gt1_share,31.82,%
synth,synth_seq_share,51.82,%
critical_path,worstSetupEndpointType,"output pin",
timing,rsz0062_at_grt,"true",
detailed_routing,drt-vias-per-instance,2.711,
synth,synth_chip_area,309.0,um^2
critical_path,crit_fanout,2,
placed cells by master (no fill, tap or decap), drive strengths merged:
| cell type | count |
|---|---|
| and3 | 1 |
| conb | 1 |
| clkbuf | 3 |
| nor3 | 1 |
| xnor2 | 2 |
| or3 | 1 |
| inv | 1 |
| o21ai | 2 |
| o311ai | 1 |
| clkdlybuf4s50 | 2 |
| nor2 | 6 |
| a21oi | 2 |
| nor2b | 1 |
| ha | 1 |
| nand2b | 1 |
| nand2 | 1 |
| a31oi | 1 |
| dfxtp | 8 |
| xor2 | 1 |
| nand3 | 1 |
| buf | 6 |
final timing paths:
path | startpoint | end | slack [ps] | depth (start not counted)
worst max register to register | counter[3] | counter[5] | 160 | 4
worst min-delay path | counter[0] | counter[0] | 480 | 1
worst min register to register | counter[0] | counter[0] | 480 | 1
worst max-delay path | counter[7] | led_out | 40 | 4
power groups by stage:
| stage | registers [mW] | clock network, mW | logic, mW |
|---|---|---|---|
| 4_1_cts | 0.262 | 0.191 | 0.0348 |
| 5_1_grt | 0.263 | 0.208 | 0.0388 |
| 6_report | 0.262 | 0.185 | 0.0341 |
routing by layer:
layer,track usage (%),up-vias,wire length (um)
met3,1.818,2,61
met5,0,-,0
met1,2.148,104,250
met2,2.488,4,211
met4,0.5282,0,16
li1,-,134,-
area by class of cell:
| class | instances | area, um^2 | share of cell area (%) |
|---|---|---|---|
| repair buffers | 8 | 62.56 | 13.62 |
| flip-flops and latches | 8 | 162.7 | 35.42 |
| clock buffers | 3 | 22.52 | 4.905 |
| inverters | 1 | 3.754 | 0.8174 |
| multi-input cells | 24 | 150.1 | 32.70 |
| well taps | 46 | 57.56 | 12.53 |
per-stage QoR:
step	utilization [%]	setup TNS (ps)	worst slack, ps
floorplan	-	0	259.5
global placement	12.71	-298.1	-298.1
detailed placement	12.71	-307.2	-307.2
CTS	13.44	0	26.00
global route	13.44	-36.18	-36.18
finish	13.44	0	42.98
repair_timing:
action	4_1_cts	5_1_grt
hold buffers	0	0
gates resized	7	0
endpoints found under the setup margin	1	1
pin swaps	2	0
worst max-delay path: cells and delay by family (launching register included):
family	cells	cell delay [ps]
AND-OR/OR-AND	1	80
buffers and inverters	1	90
flip-flops	1	320
AND/OR/NAND/NOR	2	260
cells by family (layout without fill, tap and decap cells):
family / after synthesis / count (layout) / share of synthesized area, %
xor+xnor: 3 / 3 / 8.504
simple gates: 13 / 13 / 21.86
buf+inv: 1 / 12 / 1.213
fa+ha+maj: 1 / 1 / 4.048
other cells: 1 / 1 / 1.213
compound gates: 6 / 6 / 11.34
flops: 8 / 8 / 51.82
No activity file was given, so power comes from the tool's default toggle rates.
