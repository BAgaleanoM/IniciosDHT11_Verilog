==> /design/flow/design.v <==
module StartModule (
    input wire clk,
    input wire rst,
    inout reg out_delay,
    output reg confirm_to_reciver  
);
reg data_aux;
reg[1:0] selector;
assign out_delay = (selector) ? data_aux : 1'bz;
parameter send_star_signal = 18000;
parameter up_to_request = 30;
parameter dht11_response = 160;
reg[18:0] counter;
reg[3:0] states;
parameter A=0, B=1, C=2, D=3;
always @(posedge clk or posedge rst) begin
    if (rst) begin
        states <= A;
        counter <= 0;
    end else begin
        case (states)
            A:begin
                selector <= 1'b1;
                data_aux <= 1'b0;
                confirm_to_reciver <= 1'b0;
                if (counter == send_star_signal) begin
                    states <= B; 
                    counter <= 0; 
                end else begin
                    counter <= counter+1;
                end
            end
            B:begin
                selector <= 1'b1;
                data_aux <= 1'b0;
                confirm_to_reciver <= 1'b0;
                if (counter == up_to_request) begin
                    states <= C;
                    counter <= 0;
                end else begin
                    counter <= counter+1;
                end
            end
            C:begin
                selector <= 1'b0;
                data_aux <= 1'bz;
                confirm_to_reciver <= 1'b0;
                if (counter == dht11_response) begin
                    states <= D;
                    counter <= 0;
                end else begin
                    counter <= counter+1;
                end
            end
            D:begin
                selector <= 1'b0;
                data_aux <= 1'bz;
                confirm_to_reciver <= 1'b1;
            end
            default: begin
                states <= D;
                counter <= 0;
            end  
        endcase
    end
end
endmodule
==> /design/flow/run.sh <==
#!/bin/bash
# OpenROAD 26Q1-2900-gdf79404cd8, Yosys 0.63+post, stock flow scripts
make -C /OpenROAD-flow-scripts/flow DESIGN_CONFIG=/design/flow/config.mk WORK_HOME=/design/flow/orfs finish
==> /design/flow/config.mk <==
export PLATFORM = sky130hd
export DESIGN_NAME = StartModule
export DESIGN_NICKNAME = StartModule
export VERILOG_FILES = /design/flow/design.v
export SDC_FILE = /design/flow/constraint.sdc
export NUM_CORES = 4
export LEC_CHECK = 1
export CORE_AREA = 10 10 96 96
export DIE_AREA = 0 0 106 106
==> /design/flow/constraint.sdc <==
current_design StartModule

set clk_period 3.9
set clk_io_pct 0.2

create_clock -name clk0 -period $clk_period [get_ports {clk}]

set non_clock_inputs [all_inputs -no_clocks]
set_input_delay [expr $clk_period * $clk_io_pct] -clock clk0 $non_clock_inputs
set_output_delay [expr $clk_period * $clk_io_pct] -clock clk0 [all_outputs]
==> metrics.cfg <==
[grt]
first_global_vias = 1088
grt_max_degree = 23
antenna_found_initial = 0
grt_usage_pct = 5.692
grt-ovfl-total = 0
grt_pass1_wl_mm = 5.457

[sta]
fmax_ghz = 0.4712
setup-tns-final_ps = 0
slew_headroom_pct = 49.39
fin_skew_ps = 8.870
rsz0062_at_grt = no
worstMarginPinSlew_ps = 759.2
finalCriticalPeriod_ps = 2122
slew_violations = 0
hold_violations = 0
setup_violations = 0
hold_slack_ps = 490.2
post-route-period-util_pct = 54.41

[floorplanning]
die.size.y_um = 106
dieArea_mm2 = 0.01124
io_pins = 4
rows = 31
core-area_mm2 = 0.007214
die_w_um = 106
initCoreUtil_pct = 20.55

[finish]
fin_area_mm2 = 0.001614
fill_cells = 794
utilization_pct = 22.37
drive_above_1_share_pct = 11.25
area_growth_pct = 8.861

[setup_path]
arrival_ps = 2230
cp_max_fo = 8
crit_path_end_kind = flop
required_ps = 4010
worst_setup_path_start_kind = flop
worstSetupPathType = flop to flop

[placement]
gp_congestion = 0.8536
io_buffers = 2
dpl_cell_area_mm2 = 0.001569
dp_hpwl_mm = 2.213

[cts]
cts_tree = done
ctsResizeCount = 0
post_cts_buffers = 0
cts_buffers = 3
path_clk_slew_ps = 90
htreeDepth = 1
clkLatencyLatePin_ps = 270
clock_sinks = 24
postCtsHoldBufs = 0
clockBufferDepth = 2
clockRootBuffer = clkbuf_8

[status]
status = completed

[logic_synthesis]
top_cell = dfrtp_1
postSynthSeqShare_pct = 40.93
yosys_warnings = 5
common_cells = 22 x dfrtp_1, 18 x nand2_1, 16 x nor2_1
area_leaders = dfrtp_1 37%, nand2_1 4.6%, nor2_1 4.1%, nor3_1 3.7%, nand4_1 3.4%
yosysTopAreaCellShare_pct = 37.13
numSynthFlops = 24
enable_flop_cells = 1
ys_async_sr_fraction_pct = 95.83
synthesis.area_per_instance_um2 = 8.932
synth_cell_types = 41
synth_area_mm2 = 0.001483
flop_cell = dfrtp_1
ys_cells = 166
ys_area_mm2 = 0.001483
synthCells = 166
yosysTopAreaCell = dfrtp_1

[power_and_ir_drop]
power_uw = 407.1
vdd_ir_drop_max_mv = 0.1922
powerDensity_mw_per_mm2 = 252.2
leakage_uw = 0.0006455

[job]
cap_violations = 0
warnings = 27

[route]
vias = 1168
ant_nets = 0
wl_mm = 3.141
drcViolationCount = 0
vias_per_cell = 4.510
drtIter0Drc = 54
dr.pass1.iters = 4
post_drt_wl_per_cell_um = 12.13
diodes = 0

[hold_path]
min_path_type = flop to flop

-- cells in the final DEF (no fill, tap or decap), types with 2 or more instances in the layout --
| cell | instances |
|---|---|
| dfrtp_1 | 22 |
| nand2_1 | 18 |
| nor2_1 | 16 |
| nor3_1 | 11 |
| nand3_1 | 9 |
| o21ai_1 | 8 |
| nand4_1 | 8 |
| inv_1 | 7 |
| a21oi_1 | 5 |
| and3_1 | 4 |
| o21ai_0 | 3 |
| a21o_1 | 3 |
| nor4_1 | 3 |
| a31oi_1 | 3 |
| ha_1 | 3 |
| clkbuf_8 | 3 |
| nor4_2 | 2 |
| nor4_4 | 2 |
| nand3_2 | 2 |
| o31ai_2 | 2 |
| and4_1 | 2 |
| a32oi_1 | 2 |
| xor2_1 | 2 |
| clkdlybuf4s50_1 | 2 |
-- flip-flops by register name, summed over array words and instances, names as in the netlist --
signal	cells
counter	19
states	4
confirm_to_reciver	1
-- worst max-delay path, stage by stage (launching register included) --
cell,delay (ps)
dfrtp_1,430
nor4_2,410
nand3_2,210
o41ai_4,380
and4_1,440
a211oi_1,90
-- path summary, 6_finish.rpt --
kind	start	to	slack [ps]	depth (start not counted)
hold / removal	states[0]$_DFF_PP1_	states[0]$_DFF_PP1_	490	2
hold reg to reg	states[0]$_DFF_PP1_	states[0]$_DFF_PP1_	490	2
setup / recovery	counter[15]$_DFFE_PP0N_	counter[1]$_DFFE_PP0N_	1780	5
max in group asynchronous	rst	counter[10]$_DFFE_PP0N_	2460	3
min in group asynchronous	rst	states[1]$_DFF_PP0_	880	2
setup reg to reg	counter[15]$_DFFE_PP0N_	counter[1]$_DFFE_PP0N_	1780	5
-- kinds of logic after synthesis --
logic type,Yosys count,synth area share (%)
flops,24,40.93
compound gates,32,16.12
simple gates,81,30.80
mux,2,1.435
other cells,1,0.2529
xor+xnor,3,1.772
fa+ha+maj,3,2.532
buf+inv,20,6.160
-- where the power goes --
| part | switching [µW] | total, µW | internal (µW) |
|---|---|---|---|
| clock network | 77.4 | 150 | 72.9 |
| registers | 0 | 250 | 250 |
| logic | 5.24 | 6.84 | 1.61 |
| total | 82.7 | 407 | 324 |
-- through the flow --
| stage | setup WS (ps) | cells |
|---|---|---|
| after floorplan | 2096 | 166 |
| after global placement | 1842 | 255 |
| after detailed placement | 1786 | 255 |
| after CTS | 1790 | 259 |
| after global routing | 1622 | 259 |
| final | 1778 | 259 |
-- per-layer routing --
metal | GRT usage, % | part of all wire, % | up-vias
met5 | 0 | 0 | -
met4 | 0.5803 | 0.64 | 0
met3 | 0.9786 | 3.2 | 2
met2 | 8.083 | 43 | 13
met1 | 9.039 | 53 | 568
li1 | - | - | 585
-- area by class of cell --
cell class | instances | area, µm² | share of cell area [%]
inverters | 7 | 26.28 | 1.628
well taps | 99 | 123.9 | 7.674
clock buffers | 4 | 45.04 | 2.791
flip-flops and latches | 24 | 606.8 | 37.60
repair buffers | 3 | 27.53 | 1.705
multi-input cells | 122 | 784.5 | 48.60
Power and IR drop assume default switching activity.
